File: flow/run.sh
#!/bin/bash
# OpenROAD 26Q1-2900-gdf79404cd8, Yosys 0.63+post, stock flow scripts
make -C /OpenROAD-flow-scripts/flow DESIGN_CONFIG=/design/flow/config.mk WORK_HOME=/design/flow/orfs finish
File: flow/config.mk
export PLATFORM = sky130hd
export DESIGN_NAME = moor
export DESIGN_NICKNAME = moor
export VERILOG_FILES = /design/flow/design.v
export SDC_FILE = /design/flow/constraint.sdc
export NUM_CORES = 4
export LEC_CHECK = 1
export CORE_AREA = 10 10 70 70
export DIE_AREA = 0 0 80 80
File: flow/constraint.sdc
current_design moor

set clk_period 2.3
set clk_io_pct 0.2

create_clock -name clk0 -period $clk_period [get_ports {clk}]

set non_clock_inputs [all_inputs -no_clocks]
set_input_delay [expr $clk_period * $clk_io_pct] -clock clk0 $non_clock_inputs
set_output_delay [expr $clk_period * $clk_io_pct] -clock clk0 [all_outputs]
File: flow/design.v
module moor #(
    parameterIDLE    = 3'b000,
    parameter start_a = 3'b001,
    parameter wait_a  = 3'b010,
    parameter start_b = 3'b011,
    parameter wait_b  = 3'b100,
    parameter start_c = 3'b101,
    parameter wait_c  = 3'b110,
    parameter done    = 3'b111
) (
    input      clk,
    input      reset,
    input      start,
    input      done_a,
    input      done_b,
    input      done_c,
    output reg Done
);
  reg [3:0] state;
  reg [3:0] state_next;
  always @(posedge clk) begin
    state <= #1 (reset ? IDLE : state_next);
  end
  always @(*) begin
    Done = 0;
    case (state)
     IDLE: begin
        state_next = (start ? start_a : state);
      end
      start_a: state_next = wait_a;
      wait_a: begin
        state_next = (done_a ? start_b : state);
      end
      start_b: state_next = wait_b;
      wait_b: begin
        state_next = (done_b ? start_c : state);
      end
      start_c: state_next = wait_c;
      wait_c: begin
        state_next = (done_c ? done : state);
      end
      done: begin
        state_next =IDLE;
        Done = 1;
      end
      default: state_next = state;
    endcase
  end
endmodule
==> reports/metrics.cfg <==
[synth]
topCellsByArea = dfxtp_1, edfxtp_1, nor4b_2
yosysSeqAreaShare_pct = 42.1
syn-cell-area_sq_um = 166
synthArstFlopShare_pct = 0
synth.largest_area_cell = dfxtp_1
top_area_share_pct = 24.1
synthDistinctLibCells = 13
synthFlopType = dfxtp_1
yosysWarnings = 3
yosysCellCount = 17
synth.most_common_cell = nor2_1
syn_inst = 17
top_cells_by_count = nor2_1, dfxtp_1, nand2_1
syn_area_per_cell_sq_um = 9.79
ys_ff = 3
yosys_area_sq_um = 166
edf_count = 1

[clock_network]
ctsHoldBuffers = 0
clockRootBuffer = clkbuf_4
cts_made_buffers = 3
clk_latency_ps = 240
cts_resized = 0
clockBufferDepth = 2
h-tree-depth = 1
cts_sinks = 3
cts_setup_buffers = 0
cts.clk_slew.worst_paths_ps = 40
cts_tree = done

[final_layout]
area_delta_synth_final_pct = 86.5
fin_cells = 73
finish.instance_area_sq_um = 310
drive_gt1_share_pct = 22.2
largest_reg_flops = 3
top_register = state
top_regs = state: 3 flops

[die]
dieHeight_um = 80
fp.coreArea_sq_um = 3420
design.portCount = 7
die_w_um = 80
die_area_sq_um = 6400
fp_util_pct = 4.87
fp-row-count = 21

[routing]
ant_nets = 0
wire_per_inst_um = 6.19
n_antenna_cell = 0
first_pass_iters = 2
routed-via-count = 157
vias_per_cell = 2.15
drt_iter0_markers = 5
drc = 0
wirelength_um = 452

[global_route]
grt_max_degree = 8
overflow = 0
antenna_found_initial = 0
grt_pass1_wl_um = 772
grt.busiest_layer = met3
met3_usage_pct = 2.61
first_global_vias = 153
met2_usage_pct = 1.28
use_met1_pct = 2.13
track_usage_pct = 1.69

[setup_path]
endpoint_kind = primary output
cp_max_fo = 7
setup.worst_path.start = state[0]
worstPathRequired_ps = 1840
cp.arrival_ps = 1350
crit_type = reg2out
reg2reg_from = state[0]
critPathLaunchType = register

[power_and_ir_drop]
p_leak_uw = 0.0000893
ir_worst_vdd_mv = 0.0988
fin_total_pwr_uw = 163
cellPowerDensity_nw_per_um2 = 524

[sta]
holdWs_ps = 631
setup_viol = 0
max_freq_mhz = 552
rsz0062_at_grt = false
period_used_pct = 78.7
slew_headroom_pct = 84.3
slew_viol_final = 0
finalHoldViolCount = 0
tns_ps = 0
skew_ps = 0.665
layout_min_cycle_time_ps = 1810
tightest_slew_ps = 235

[placement]
gp_congestion = 0.799
port-buffer-count = 6
place_area_sq_um = 284
placedCellCount = 69

[outcome]
status = finished clean

[flow_run]
warnings = 25
maxCapViolations = 0

[hold_path]
hold_start = state[1]
hold_path.class = reg2reg

## worst paths after layout
path / end / slack (ps) / cells past startpoint
max: Done / 490 / 2
min: state[2] / 630 / 3
max reg2reg: state[0] / 1080 / 3
min reg2reg: state[2] / 630 / 3
## report_power, final
group / internal, uW / switching [uW] / total, uW / leakage, uW
clock: 65.2 / 30.6 / 95.8 / 0.0000150
combinational: 8.67 / 3.26 / 11.9 / 0.0000509
sequential: 55.0 / 0.00253 / 55.0 / 0.0000235
## kinds of logic (layout without fill, tap and decap cells)
group | count (synthesis) | after routing | share of synthesized area, %
and+or+nand+nor | 9 | 9 | 32.3
DFF | 3 | 3 | 42.1
AOI/OAI and AO/OA | 2 | 2 | 7.52
muxes | 2 | 2 | 12.8
xor gates and xnor gates | 1 | 1 | 5.26
buffers and inverters | 0 | 10 | 0
## critical path: stages (launching register included)
cell and delay [ps]:
edfxtp_1 460, and3_2 250, clkdlybuf4s50_1 400
## metrics by stage
step           util (%)  setup slack [ps]
4_1_cts            9.08               469
3_3_place_gp       8.32               730
6_report           9.08               490
2_1_floorplan         -              1140
5_1_grt            9.08               356
3_5_place_dp       8.32               719
## final cells by class
cell class | instances | area, sq um
Tap cell | 46 | 57.6
Multi-Input combinational cell | 14 | 96.3
Clock buffer | 4 | 26.3
Sequential cell | 3 | 70.1
Timing Repair Buffer | 6 | 60.1
Fill cell | 407 | 3110
## layout by cell type, fill, tap and decap left out, drive strengths merged
cell	n
nor2	3
o21ai	1
edfxtp	1
clkbuf	4
mux2	1
mux2i	1
clkdlybuf4s50	6
and3	1
nor4b	1
nor3	1
dfxtp	2
a21o	1
nand2	2
nand3b	1
xor2	1
## per-layer routing
| layer | vias to the layer above | wire length (um) |
|---|---|---|
| li1 | 81 | - |
| met1 | 63 | 233 |
| met2 | 11 | 100 |
| met3 | 2 | 110 |
| met4 | 0 | 7 |
| met5 | - | 0 |
No activity file was given, so power comes from the tool's default toggle rates.
