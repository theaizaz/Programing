`flow/design.v`:
```
module counter(
	input 			clk,
	input			increment,
	input			decrement,
	input			reset,
	output reg	[1:0]	count
);
wire			enable;
wire	[1:0]	mux_out;
assign enable = increment | decrement; 
assign  mux_out = increment ? count +1 : count -1 ;
always @(posedge clk)
begin
	count <= (reset ? 2'd3 : (enable ? mux_out : count));
end
endmodule
module fifo(
    input                 clk,
    input                 reset,
    input                 push,
    input                 pop,
    input       [31:0]    dataIn,
    output wire           fifo_full,
    output wire           fifo_empty,
    output reg  [31:0]    fifo_out
);
wire    [1:0]    sel;
reg     [31:0]   dataOut [3:0];
counter upcounter(
    .clk(clk),
    .increment(push),
    .decrement(pop),
    .reset(reset),
	.count(sel)
);
always @(*) 
begin
    case (sel)
        2'd0 : fifo_out =  dataOut[0];
        2'd1 : fifo_out =  dataOut[1];
        2'd2 : fifo_out =  dataOut[2];
        2'd3 : fifo_out =  dataOut[3];
         default:
             fifo_out =  fifo_out;  
    endcase
end
assign fifo_empty = (sel == 2'b00 ? 1'b1 : 0); 
assign fifo_full  = (sel == 2'b11 ? 1'b1 : 0);
always @(posedge clk)
begin
    dataOut[0]  <= (reset ? 0 : (push ? dataIn    : 0         ));
    dataOut[1]  <= (reset ? 0 : (push ? dataOut[0] : dataOut[1] ));  
    dataOut[2]  <= (reset ? 0 : (push ? dataOut[1] : dataOut[2] ));
    dataOut[3]  <= (reset ? 0 : (push ? dataOut[2] : dataOut[3] ));
end
endmodule
```
`flow/run.sh`:
```
#!/bin/bash
# OpenROAD 26Q1-2900-gdf79404cd8, Yosys 0.63+post, stock flow scripts
make -C /OpenROAD-flow-scripts/flow DESIGN_CONFIG=/design/flow/config.mk WORK_HOME=/design/flow/orfs finish
```
`flow/config.mk`:
```
export PLATFORM = sky130hd
export DESIGN_NAME = fifo
export DESIGN_NICKNAME = fifo
export VERILOG_FILES = /design/flow/design.v
export SDC_FILE = /design/flow/constraint.sdc
export NUM_CORES = 4
export LEC_CHECK = 1
export CORE_UTILIZATION = 30
```
`flow/constraint.sdc`:
```
current_design fifo

set clk_period 3.4
set clk_io_pct 0.2

create_clock -name clk0 -period $clk_period [get_ports {clk}]

set non_clock_inputs [all_inputs -no_clocks]
set_input_delay [expr $clk_period * $clk_io_pct] -clock clk0 $non_clock_inputs
set_output_delay [expr $clk_period * $clk_io_pct] -clock clk0 [all_outputs]
```
==> qor.yml <==
gr-total-overflow: 0
dr.pass1.iters: 6
ys_ff: 130
drt-initial-drc-count: 411
ant_nets: 0
cts_tree: "done"
synthCells: 502
cp.required_ns: 2.72
clk_pin_slew_ns: 0.06
yosys_cells: 502
slew_violations: 0
holdBufCountCts: 0
core_sq_um: 16800
cp_max_fo: 33
met1_usage: 0.192
flop_area_sq_um: 2600
syn2layout_area_growth_pct: 26.8
placementRows: 47
antenna_cells: 0
p_leak_nw: 2.65
grtUsageMet3: 0.0276
end_kind: "output port"
hold_viol: 0
setup_viol: 0
wire_per_inst_microns: 13.8
logic_area_sq_um: 2290
grt_use_total: 0.128
crit_arrival_ns: 2.53
busiest_layer: "met2"
dp_hpwl_microns: 6550
cts_setup_buffers: 0
synth_warnings: 3
drt_wl_total_microns: 10900
cts_resized: 0
drcViolationCount: 0
grt_pass1_wl_microns: 18100
lay_top_cells: "130 x dfxtp_1, 128 x mux2i_1, 97 x nor2_1, 67 x clkdlybuf4s50_1, 34 x inv_1"
tool_warnings: 28
layout.cells.most_common: "dfxtp_1"
cts-htree-levels: 4
fmax_mhz: 312
path_class: "reg -> out"
clock_skew_ns: 0.00841
relSlewSlack: 0.466
synth_area_sq_um: 5200
floorplan.core_util: 0.310
grt_max_degree: 61
power_density_nw_per_um2: 540
n_fill_cell: 1570
yosys.stat.seqShare: 0.500
ir_drop_mv: 0.383
place.gp.congestion: 0.760
pin_count: 70
io_buffers: 69
dieArea_sq_um: 17900
worstSetupStartpointType: "register"
cts_sinks: 130
numCtsBuffers: 17
avgSynthCellArea_sq_um: 10.4
cts_buffer_depth: 2
rsz0062_at_grt: "no"
clock.latency.late_pin_ns: 0.41
outcome: "complete, no violations"
first_global_vias: 3604
antenna_found_initial: 0
routed_via_density: 4.68
tightest_slew_ns: 0.801
chipWidth_microns: 134
synth.distinct_cells: 17
hold_ws_ns: 0.487
ys_area_sq_um: 5200
max_cap_viol_count: 0
tns_ns: 0
die_h_microns: 134
root_buffer: "clkbuf_16"
fin_crit_ns: 3.21
drive_above_1_share: 0.0771
finalClockPeriodUsage: 0.943
vias: 3700
grtUsageMet2: 0.196
min_path_type: "reg -> reg"
## layer usage
layer	wire length, microns	vias up
met3	645	11
met5	0	-
li1	-	1851
met4	170	0
met1	5210	1724
met2	4870	114
## registers in the layout, summed over array words and instances, names as in the netlist
| register | cells |
|---|---|
| dataOut | 128 |
| upcounter.count | 2 |
## report_power, final
part           internal [mW]  total, mW  leakage (nW)  switching [mW]
logic                  0.130      0.275          1.31           0.145
registers               1.56       1.58          1.06          0.0230
clock network           1.08       1.70         0.285           0.623
total                   2.77       3.56          2.65           0.791
## final cells by class
| class | instances | share of cell area |
|---|---|---|
| Multi-Input combinational cell | 300 | 0.348 |
| Clock buffer | 19 | 0.0672 |
| Sequential cell | 130 | 0.395 |
| Tap cell | 220 | 0.0418 |
| Clock inverter | 13 | 0.0178 |
| Inverter | 34 | 0.0194 |
| Timing Repair Buffer | 75 | 0.111 |
## worst paths after layout
| kind | to | start | cells past startpoint | slack (ns) |
|---|---|---|---|---|
| worst max-delay path | fifo_out[2] | upcounter.count[0]$_SDFFE_PP1P_ | 4 | 0.19 |
| worst min-delay path | dataOut[3][30]$_SDFFE_PP0P_ | dataOut[3][30]$_SDFFE_PP0P_ | 2 | 0.49 |
| worst max register to register | upcounter.count[1]$_SDFFE_PP1P_ | upcounter.count[0]$_SDFFE_PP1P_ | 4 | 2.13 |
| worst min register to register | dataOut[3][30]$_SDFFE_PP0P_ | dataOut[3][30]$_SDFFE_PP0P_ | 2 | 0.49 |
## cells in the mapped netlist (all sizes together)
| library cell | count | area [sq um] |
|---|---|---|
| or3 | 1 | 6.26 |
| buf | 25 | 160 |
| inv | 34 | 128 |
| clkbuf | 13 | 48.8 |
| o21ai | 1 | 5.00 |
| a21oi | 1 | 5.00 |
| nor2b | 1 | 8.76 |
| o31ai | 1 | 7.51 |
| a222oi | 32 | 320 |
| nor2 | 97 | 364 |
| dfxtp | 130 | 2600 |
| ha | 4 | 50.1 |
| a21o | 1 | 7.51 |
| mux2i | 128 | 1280 |
| and2 | 33 | 206 |
## kinds of logic (layout without fill, tap and decap cells)
family	Yosys count	in the layout	synth area share
AND/OR/NAND/NOR	132	132	0.113
flip-flops	130	130	0.500
multiplexers	128	128	0.246
buffers and inverters	72	141	0.0647
AND-OR/OR-AND	36	36	0.0664
adder cells (fa/ha/maj)	4	4	0.00962
## per-stage QoR
step	setup WS, ns	std cells	utilization	power [mW]	instance area (sq um)
finish	0.194	791	0.393	3.56	6590
global route	0.0141	791	0.393	3.71	6590
CTS	0.131	791	0.392	3.60	6570
detailed placement	0.592	759	0.359	1.89	6010
global placement	0.619	759	0.359	1.88	6010
floorplan	1.55	502	-	1.78	5200
## critical path: stages, from the launching register on
cell             delay, ns
dfxtp_1               0.43
ha_2                  0.76
a222oi_1              0.14
mux2i_1               0.28
clkdlybuf4s50_1       0.51
No activity file was given, so power comes from the tool's default toggle rates.
