==> design.v <==
module mealy #(
    parameter IDLE   = 2'b00,
    parameter wait_a = 2'b01,
    parameter wait_b = 2'b10,
    parameter wait_c = 2'b11
) (
    input clk,
    reset,
    start,
    done_a,
    done_b,
    done_c,
    output reg start_a,
    start_b,
    start_c,
    done
);
  reg [1:0] state;
  reg [1:0] state_nxt;
  always @(posedge clk) begin
    state <= #1 (reset ? IDLE : state_nxt);
  end
  always @(*) begin
    start_a = 0;
    start_b = 0;
    start_c = 0;
    done    = 0;
    state_nxt = state;
    case (state)
      IDLE:
      if (start) begin
        state_nxt = wait_a;
        start_a   = 1;
      end
      wait_a:
      if (done_a) begin
        state_nxt = wait_b;
        start_b   = 1;
      end
      wait_b:
      if (done_b) begin
        state_nxt = wait_c;
        start_c   = 1;
      end
      wait_c:
      if (done_c) begin
        state_nxt = IDLE;
        done = 1;
      end
      default: state_nxt = state;   
    endcase
  end
endmodule
==> run.sh <==
#!/bin/bash
# OpenROAD 26Q1-2900-gdf79404cd8, Yosys 0.63+post, stock flow scripts
make -C /OpenROAD-flow-scripts/flow DESIGN_CONFIG=/design/flow/config.mk WORK_HOME=/design/flow/orfs finish
==> config.mk <==
export PLATFORM = sky130hd
export DESIGN_NAME = mealy
export DESIGN_NICKNAME = mealy
export VERILOG_FILES = /design/flow/design.v
export SDC_FILE = /design/flow/constraint.sdc
export NUM_CORES = 4
export LEC_CHECK = 1
export CORE_AREA = 10 10 70 70
export DIE_AREA = 0 0 80 80
==> constraint.sdc <==
current_design mealy

set clk_period 1.3
set clk_io_pct 0.2

create_clock -name clk0 -period $clk_period [get_ports {clk}]

set non_clock_inputs [all_inputs -no_clocks]
set_input_delay [expr $clk_period * $clk_io_pct] -clock clk0 $non_clock_inputs
set_output_delay [expr $clk_period * $clk_io_pct] -clock clk0 [all_outputs]
==> results.txt <==
Here are the numbers from the latest Yosys + OpenROAD run.

Max fanout on the critical path was recorded as 4. TritonCTS built the clock tree. The arrival time at the worst endpoint came out at 0.99 ns. The cell count listed in synth_stat.txt is 19. The clock sink count came out at 4. The area added between synthesis and finish came out at 151%. The count of different cell masters after synthesis is 9. The horizontal die dimension is 80 um.

Summing the sequential cell areas from Yosys gives 47.1% of the chip area. The final route contains 227 vias. The portion of the clock cycle consumed by the worst path in the final layout is 95.9%. The register bit count reported by yosys came out at 4.

The worst reg2reg path depth came out at 4. The total of endpoints with negative setup slack in the final report is 0. The number of routed nets with antenna violations came out at 0. The area figure in the yosys stat output came out at 170 um^2.

The utilization of the core after routing is 12.5%. The layout stage reports a final design area of 427 um^2. The first global-routing pass estimated 1.14 mm of wire. By instance count, the leading cell after synthesis is dfxtp_1. For this design, the CTS-stage hold fixing added 0 buffers.

The initial utilization of the core area, before any placement, comes to 4.98%. The total routed wirelength came out at 698 um. The flow ran to the end, and the final reports show no timing, DRC or antenna violations. The count of H-tree levels built during CTS is 1.

Subtracting the final worst setup slack from the clock period gives 1.25 ns. The detailed-routing iteration count for the pre-antenna-repair pass is 2. The synthesized design spends more area on one cell type than any other, namely dfxtp_1. The number of hold violations in the final report came out at 0.

Among all flip-flop cells after synthesis, the most frequent one is dfxtp_1. The proportion of netlist area held by the largest area contributor came out at 47.1%. The maximum clock frequency came out at 0.802 GHz.

The post-synthesis area per instance came out at 8.96 um^2. The floorplan row count came out at 21. The power per cell area came out at 841 mW/mm^2. STA classifies the critical path startpoint as a register. Per the power-grid run, VDD falls by no more than 0.308 mV. The worst-case headroom to the max-slew limit came out at 85.6%. The type of the tightest min-delay check is in2reg.

The transition time at the pin with the least slew margin is 0.216 ns. The number of buffers on the longest clock path is 2. Traced cell by cell, the critical path runs through nor4b_4 > buf_2. The cell leakage power is 0.178 nW. Entering global routing, the biggest net connects 5 pins. The count of tool warnings is 26. The number of fill cells came out at 405.

The number of vias per cell after detailed routing came out at 2.67. The final non-filler cell total is 85. The launch point of the worst register-to-register path is recorded as state[3]. The multi-input combinational cells in the finished layout cover a total of 131 um^2. The via count of the first global-routing pass came to 260.

The count of pins on the block boundary is 10. The floorplan step set the die height to 80 um. The number of buffers inserted by port buffering came out at 9. The die area is 0.00640 mm^2.

The fraction of registers with async set or reset after synthesis came out at 0%. 0 antenna diodes ended up in the layout. Setup repair after global routing left no endpoint under its margin.

Across all hold checks on the routed design, the worst slack comes to 0.434 ns. The post-detailed-placement cell area is 378 um^2. The total area of sequential cells came out at 86.3 um^2. The number of warnings printed during yosys synthesis is 1.

The cell count after placement is 82. STA lists the startpoint of the worst hold path as done_c. The critical path capture point type is an output port.

The count of flip-flops with a built-in enable after synthesis came out at 0. In the final routed layout, each cell accounts on average for 8.21 um. The number of CTS-inserted buffers came out at 3. The required time at the worst endpoint is listed as 1.04 ns. The iteration-0 DRC count of the detailed router came out at 1.

The final max-slew violation count recorded for this run is 0. The final weighted congestion of routability-driven global placement came out at 0.734. The fraction of final layout cells sized beyond drive strength 1 came out at 59.0%. The number of cells produced by synthesis came out at 19. Looking at the clock tree report, the root buffer type is clkbuf_4.

The critical path in this run is classified as reg2out. The synthesis report lists the most area-consuming cells as dfxtp_1 (47%), nand2b_1 (11%), nor4b_1 (10%), a21oi_1 (8.8%), nand2_1 (6.6%). STA shows the worst min-delay path finishing at state[3].

The capture point of the worst reg-to-reg path is state[0]. Per the GRT congestion report, total overflow comes to 0. The clock input transition at the sequential cells of the worst setup and hold paths is 0.04 ns. The number of maximum-capacitance violations is 0. The largest registers in the layout are state: 4 flops. The total standard cell area after synthesis is 170 um^2. The area of the core is 0.00342 mm^2. The setup slack of the worst register-to-register path came out at 0.17 ns. The number of antenna violations at the first check in global routing came out at 0.

Counting instances, the worst hold path has a depth of 3. Clock latency on the worst-skew pair, taken at its later pin, is 0.24 ns. The total DRC errors in the routed layout came out at 0.

The slowest cell on the critical path is dfxtp_2. The number of flip-flops in the largest register came out at 4. The global-route usage over all layers is 2.20%. The final clock skew is 0.000649 ns. By count the netlist is led by dfxtp_1 (4), a21oi_1 (3), nand2_1 (3), nand2b_1 (3), nor4b_1 (2). The most flop-heavy register is state. The maximum single-stage delay on the critical path came out at 0.35 ns.
worst max-delay path by stage:
| stage | startpoint | endpoint | slack (ns) | depth (start not counted) |
|---|---|---|---|---|
| 5_1_grt | state[0] | start_c | 0.0004 | 2 |
| 4_1_cts | state[3] | start_a | -0.07 | 3 |
| 6_report | state[0] | start_c | 0.05 | 2 |
layout make-up:
cell class / count / share of cell area, %
Inverter: 1 / 0.880
Clock buffer: 3 / 5.28
Timing Repair Buffer: 17 / 29.3
Tap cell: 46 / 13.5
Multi-Input combinational cell: 14 / 30.8
Sequential cell: 4 / 20.2
repair_timing:
item | CTS | global route
setup buffers | 1 | 0
pin swaps | 2 | 2
gates resized | 23 | 5
setup endpoints to repair | 4 | 4
worst max-delay path, delay by kind of cell, from the launching register on:
family / cells / cell delay (ns)
buffers and inverters: 1 / 0.13
and+or+nand+nor: 1 / 0.27
DFF: 1 / 0.35
cells by family after synthesis:
group,share of synthesized area (%)
AND-OR/OR-AND,14.0
buffers and inverters,2.20
AND/OR/NAND/NOR,36.8
flip-flops,47.1
per-stage QoR:
stage	setup slack (ns)	TNS, ns	total power, mW
3_3_place_gp	-0.673	-1.98	0.200
5_1_grt	0.000372	0	0.382
2_1_floorplan	0.475	0	0.149
6_report	0.0538	0	0.359
3_5_place_dp	-0.620	-1.94	0.200
4_1_cts	-0.0704	-0.172	0.361
power by group:
| group | total, mW | internal, mW | switching [mW] |
|---|---|---|---|
| combinational | 0.0623 | 0.0441 | 0.0182 |
| clock | 0.156 | 0.103 | 0.0525 |
| sequential | 0.140 | 0.129 | 0.0116 |
| total | 0.359 | 0.276 | 0.0822 |
routing by layer:
layer  wire length, um  vias to the layer above  track usage, %  part of all wire [%]
met5                 0                        -               0                     0
met4                17                        0           0.704                   2.4
met3                93                        3            1.70                    13
met2               266                       11            2.89                    38
met1               321                      105            2.65                    46
li1                  -                      108               -                     -
layout by cell type, fill, tap and decap left out, drive strengths merged:
master         instances
dfxtp                  4
nor4b                  2
a211o                  1
clkbuf                 4
inv                    1
a21oi                  3
dlygate4sd2            4
nand2                  3
nor4                   1
clkdlybuf4s50          1
buf                   11
and2                   1
nand2b                 3
Power and IR drop assume default switching activity.
